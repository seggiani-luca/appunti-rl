`/design/flow/run.sh`:
```
#!/bin/bash
# OpenROAD 26Q1-2900-gdf79404cd8, Yosys 0.63+post, stock flow scripts
make -C /OpenROAD-flow-scripts/flow DESIGN_CONFIG=/design/flow/config.mk WORK_HOME=/design/flow/orfs finish
```
`/design/flow/config.mk`:
```
export PLATFORM = sky130hd
export DESIGN_NAME = n4by4_b2_multiplier
export DESIGN_NICKNAME = n4by4_b2_multiplier
export VERILOG_FILES = /design/flow/design.v
export SDC_FILE = /design/flow/constraint.sdc
export NUM_CORES = 4
export LEC_CHECK = 1
export CORE_AREA = 10 10 70 70
export DIE_AREA = 0 0 80 80
```
`/design/flow/constraint.sdc`:
```
current_design n4by4_b2_multiplier

set clk_period 6.5
set clk_io_pct 0.2

create_clock -name clk0 -period $clk_period

set non_clock_inputs [all_inputs -no_clocks]
set_input_delay [expr $clk_period * $clk_io_pct] -clock clk0 $non_clock_inputs
set_output_delay [expr $clk_period * $clk_io_pct] -clock clk0 [all_outputs]
```
`/design/flow/design.v`:
```
module b2_adder(x, y, cin, s, cout);
	input x, y, cin;
	output s, cout;
	assign {s, cout} = ({x, y, cin} == 'B000) ? 'B00:
										 ({x, y, cin} == 'B001) ? 'B10:
										 ({x, y, cin} == 'B010) ? 'B10:
										 ({x, y, cin} == 'B011) ? 'B01:
										 ({x, y, cin} == 'B100) ? 'B10:
										 ({x, y, cin} == 'B101) ? 'B01:
										 ({x, y, cin} == 'B110) ? 'B01:
									  'B11;
endmodule
module b2_adder_p(x, y, cin, s, cout);
	input x, y, cin;
	output s, cout;
	wire x_xor_y;
	assign x_xor_y = x ^ y;
	assign s = (x_xor_y) ^ cin;
	assign cout = x & y | x_xor_y & cin;
endmodule
module n4_b2_adder(x3_x0, y3_y0, cin, s3_s0, cout);
	input[3:0] x3_x0, y3_y0;
	input cin;	
	output[3:0] s3_s0;
	output cout;
	wire[2:0] carry;
	b2_adder add_0 (
		.x(x3_x0[0]), .y(y3_y0[0]),
		.cin(cin),
		.s(s3_s0[0]),
		.cout(carry[0])
	);
	b2_adder add_1 (
		.x(x3_x0[1]), .y(y3_y0[1]),
		.cin(carry[0]),
		.s(s3_s0[1]),
		.cout(carry[1])
	);
	b2_adder add_2 (
		.x(x3_x0[2]), .y(y3_y0[2]),
		.cin(carry[1]),
		.s(s3_s0[2]),
		.cout(carry[2])
	);
	b2_adder add_3 (
		.x(x3_x0[3]), .y(y3_y0[3]),
		.cin(carry[2]),
		.s(s3_s0[3]),
		.cout(cout)
	);
endmodule
module n4by1_b2_multiplier(x3_x0, y, c3_c0, p4_p0);
	input[3:0] x3_x0, c3_c0;
	input y;
	output[4:0] p4_p0;
	wire[3:0] lhs;
	assign lhs = x3_x0 & {4{y}};
	n4_b2_adder addr (
		.x3_x0(lhs), .y3_y0(c3_c0),
		.cin('B0),
		.s3_s0(p4_p0[3:0]),
		.cout(p4_p0[4])
	);
endmodule
module n4by4_b2_multiplier(x3_x0, y3_y0, c3_c0, p7_p0);
	input[3:0] x3_x0, y3_y0, c3_c0;
	output[7:0] p7_p0;
	wire[3:0] par_1;
	wire[3:0] par_2;
	wire[3:0] par_3;
	n4by1_b2_multiplier mul_0 (
		.x3_x0(x3_x0), .y(y3_y0[0]), .c3_c0(c3_c0),
		.p4_p0({par_1, p7_p0[0]})
	);
	n4by1_b2_multiplier mul_1 (
		.x3_x0(x3_x0), .y(y3_y0[1]), .c3_c0(par_1),
		.p4_p0({par_2, p7_p0[1]})
	);
	n4by1_b2_multiplier mul_2 (
		.x3_x0(x3_x0), .y(y3_y0[2]), .c3_c0(par_2),
		.p4_p0({par_3, p7_p0[2]})
	);
	n4by1_b2_multiplier mul_3 (
		.x3_x0(x3_x0), .y(y3_y0[3]), .c3_c0(par_3),
		.p4_p0(p7_p0[7:3])
	);
endmodule
```
==> results.yml <==
# physical design summary
worst_setup_path:
  setup.worst_path.class: "in -> out"
  start_kind: "input port"
  crit_slowest_cell: "fa_1"
  crit_path_max_fanout: 4
  cp_top_family: "adder cells"
  crit_path_end_kind: "output pin"
  path_cells: "buf_6, and2_4, ha_4, fa_2, xor2_1, xnor2_1, fa_2, inv_2, fa_2, fa_1, fa_2, inv_2, fa_2, nand2_2, nand4_1, buf_4, a32oi_2, xor2_1, buf_2"
  path_buffers: 5
  cpMostUsedCell: "fa_2"
  critPathMaxStageDelay_ps: 490
  cp.required_ps: 5200
  cp.arrival_ps: 5330
layout:
  register_area_um2: 0
  fillers: 361
  utilization_pct: 30.37
  flops: 0
  design_area_um2: 1037
  drive_above_1_share_pct: 40.35
  area_growth_pct: 60.04
  comb_area_um2: 600.6
  fin_cells: 160
  nClkBuffers: 0
yosys:
  ys_cells: 86
  yosysWarnings: 0
  synth_dominant_cell_count: "nand2_1"
  yosysTopAreaCell: "fa_1"
  syn_inst: 86
  synth.cell_area_um2: 648.1
  common_cells: "nand2_1, inv_1, and2_1, buf_4, fa_1"
  synth_cell_types: 30
  ys_top_cells_by_area: "fa_1, buf_4, and2_1"
  avgSynthCellArea_um2: 7.536
  synth-seq-area-share_pct: 0
  yosys_area_um2: 648.1
  synth.top_cell.area_share_pct: 21.62
detailed_routing:
  num_vias: 644
  totalWireLength_mm: 1.623
  viasPerCell: 4.025
  antenna_left: 0
  antenna_cells: 0
  wl_per_cell_um: 10.14
  first_iter_violations: 22
  drt-pass1-iter-count: 4
  drc: 0
place:
  dpl.hpwl_mm: 1.347
  placed_cells: 155
  routabilityCongestion: 0.8278
  io_buffers: 20
  place_area_um2: 938.4
sta:
  tightest_slew_ps: 309.9
  finalClockPeriodUsage_pct: 101.9
  hold_violations: 0
  setup_violations: 2
  rsz0062_at_grt: "true"
  max_slew_margin_pct: 79.27
  fin_ws_ps: -126.1
  fmax_ghz: 0.1509
  period_needed_ps: 6626
  hold_slack_ps: 3369
  maxSlewViolCount: 0
worst_hold_path:
  hold_path.class: "in -> out"
die:
  fp.dieW_um: 80
  row_count: 21
  core_um2: 3416
  fp-utilization_pct: 18.97
  die_area_um2: 6400
  fp.dieH_um: 80
  ios: 20
job:
  warning_count: 34
  drv_cap: 0
power_and_ir_drop:
  peakVddDrop_v: 0.00005505
  power_uw: 161.8
  power_density_nw_per_um2: 156.0
  power.leakage_uw: 0.0004536
clocking:
  postCtsHoldBufs: 0
global_routing:
  grt_pass1_wl_mm: 2.925
  grt_pass1_vias: 693
  overflow: 0
  track_usage_pct: 5.235
  grt_max_degree: 10
  antenna_found_initial: 0
run_status:
  failed_checks: "negative setup slack"
  status: "finished with violations"
-- final cells by class --
class | instances | area share [%]
multi-input combinational | 65 | 57.90
timing repair buffer | 40 | 33.29
inverter | 9 | 3.257
tap | 46 | 5.549
-- power by group --
part | total (uW) | switching [uW] | internal, uW
Clock | 0 | 0 | 0
Combinational | 162 | 64.2 | 97.6
Sequential | 0 | 0 | 0
-- through the flow --
stage | setup WS (ps) | setup TNS, ps
floorplan | 24.98 | 0
global placement | -905.1 | -2795
detailed placement | -937.0 | -2976
CTS | -232.1 | -385.1
global route | -346.0 | -755.8
finish | -126.1 | -153.1
-- path summary, 6_finish.rpt --
kind	startpoint	end	slack [ps]	cells past startpoint
min	c3_c0[0]	p7_p0[0]	3370	3
max	x3_x0[0]	p7_p0[6]	-130	19
-- kinds of logic after synthesis --
logic type	count (synthesis)	share of synthesized area, %
adder cells (fa/ha/maj)	11	29.34
AND/OR/NAND/NOR	30	24.33
buffers and inverters	21	17.57
XOR/XNOR	7	9.460
AND-OR/OR-AND	17	19.31
-- metal layers --
metal  wire (um)  vias up  global-route usage (%)
met4           0        0                  0.1761
met1         782      296                   6.873
met3          53        0                  0.3409
met5           0        -                       0
met2         787       12                   9.551
li1            -      336                       -
-- cell usage in the layout, fill, tap and decap left out, types with 2 or more instances in the layout --
cell type        Yosys  final
fa_1                 7      2
nand2_2              0      2
nand2_1             11      9
dlygate4sd2_1        0      3
inv_1                9      7
o21ai_1              2      3
buf_4                8     17
inv_2                0      2
ha_1                 4      3
buf_2                1      3
o211ai_1             2      2
and2_1               8      6
xnor2_1              4      3
nand3_1              4      3
clkdlybuf4s50_1      0     11
nor2_1               2      2
xor2_1               3      3
a21oi_1              3      2
and2_4               1      3
buf_6                0      5
fa_2                 0      5
-- timing repair --
item,4_1_cts,5_1_grt
setup buffers,5,0
endpoints found under the setup margin,4,3
pin swaps,23,4
resized,43,4
Power figures rest on the tool's default switching activity, not on a simulated workload.
