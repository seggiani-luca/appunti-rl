==> /design/flow/design.v <==
module b2_adder(x, y, cin, s, cout);
	input x, y, cin;
	output s, cout;
	assign {s, cout} = ({x, y, cin} == 'B000) ? 'B00:
										 ({x, y, cin} == 'B001) ? 'B10:
										 ({x, y, cin} == 'B010) ? 'B10:
										 ({x, y, cin} == 'B011) ? 'B01:
										 ({x, y, cin} == 'B100) ? 'B10:
										 ({x, y, cin} == 'B101) ? 'B01:
										 ({x, y, cin} == 'B110) ? 'B01:
									  'B11;
endmodule
module b2_adder_p(x, y, cin, s, cout);
	input x, y, cin;
	output s, cout;
	wire x_xor_y;
	assign x_xor_y = x ^ y;
	assign s = (x_xor_y) ^ cin;
	assign cout = x & y | x_xor_y & cin;
endmodule
module b2_halfadder(x, cin, s, cout);
	input x, cin;
	output s, cout;
	assign {s, cout} = ({x, cin} == 'B00) ? 'B00:
										 ({x, cin} == 'B01) ? 'B10:
										 ({x, cin} == 'B10) ? 'B10:
									  'B01;
endmodule
module b2_halfadder_p(x, cin, s, cout);
	input x, cin;
	output s, cout;
	assign s = x ^ cin;
	assign cout = x & cin;
endmodule
module n4_b2_incrementer(x3_x0, cin, s3_s0, cout);
	input[3:0] x3_x0; 
	input cin;
	output[3:0] s3_s0;
	output cout;
	wire[2:0] carry;
	b2_halfadder add_0 (
		.x(x3_x0[0]), .cin(cin),
		.s(s3_s0[0]), .cout(carry[0])
	);
	b2_halfadder add_1 (
		.x(x3_x0[1]), .cin(carry[0]),
		.s(s3_s0[1]), .cout(carry[1])
	);
	b2_halfadder add_2 (
		.x(x3_x0[2]), .cin(carry[1]),
		.s(s3_s0[2]), .cout(carry[2])
	);
	b2_halfadder add_3 (
		.x(x3_x0[3]), .cin(carry[2]),
		.s(s3_s0[3]), .cout(cout)
	);
endmodule
module b2_subtractor(x, y, bin, d, bout);
	input x, y, bin;
	output d, bout;
	wire y_;
	assign y_ = ~y;
	wire cin;
	assign cin = ~bin;
	wire cout;
	assign bout = ~cout;
	b2_adder addr(x, y_, cin, d, cout);
endmodule
module n3_b2_subtractor(x2_x0, y2_y0, bin, d2_d0, bout);
	input[2:0] x2_x0, y2_y0;
	input bin;	
	output[2:0] d2_d0;
	output bout;
	wire[1:0] borrow;
	b2_subtractor sub_0 (
		.x(x2_x0[0]), .y(y2_y0[0]),
		.bin(bin),
		.d(d2_d0[0]),
		.bout(borrow[0])
	);
	b2_subtractor sub_1 (
		.x(x2_x0[1]), .y(y2_y0[1]),
		.bin(borrow[0]),
		.d(d2_d0[1]),
		.bout(borrow[1])
	);
	b2_subtractor sub_2 (
		.x(x2_x0[2]), .y(y2_y0[2]),
		.bin(borrow[1]),
		.d(d2_d0[2]),
		.bout(bout)
	);
endmodule
module n4_b2_comparator(x3_x0, y3_y0, flag_eq, flag_gr, flag_lr);
	input[3:0] x3_x0, y3_y0;
	output flag_eq, flag_gr, flag_lr;
	wire[3:0] d3_d0;
	wire bout;
	n4_b2_subtractor subr(
		.x3_x0(x3_x0), .y3_y0(y3_y0),
		.bin('B0),
		.d3_d0(d3_d0),
		.bout(bout)
	);
	assign flag_eq = (d3_d0 == 'B0000) & ~bout;
	assign flag_gr = ~(d3_d0 == 'B0000) & ~bout;
	assign flag_lr = bout;
endmodule
module n4_b2_subtractor(x3_x0, y3_y0, bin, d3_d0, bout);
	input[3:0] x3_x0, y3_y0;
	input bin;	
	output[3:0] d3_d0;
	output bout;
	wire[2:0] borrow;
	b2_subtractor sub_0 (
		.x(x3_x0[0]), .y(y3_y0[0]),
		.bin(bin),
		.d(d3_d0[0]),
		.bout(borrow[0])
	);
	b2_subtractor sub_1 (
		.x(x3_x0[1]), .y(y3_y0[1]),
		.bin(borrow[0]),
		.d(d3_d0[1]),
		.bout(borrow[1])
	);
	b2_subtractor sub_2 (
		.x(x3_x0[2]), .y(y3_y0[2]),
		.bin(borrow[1]),
		.d(d3_d0[2]),
		.bout(borrow[2])
	);
	b2_subtractor sub_3 (
		.x(x3_x0[3]), .y(y3_y0[3]),
		.bin(borrow[2]),
		.d(d3_d0[3]),
		.bout(bout)
	);
endmodule
module n4_b2_subtractor_a(x3_x0, y3_y0, bin, d3_d0, bout);
	input[3:0] x3_x0, y3_y0;
	input bin;	
	output[3:0] d3_d0;
	output bout;
	wire[3:0] y3_y0_neg;
	assign y3_y0_neg = ~y3_y0;
	wire cin;
	assign cin = ~bin;
	wire cout;
	assign bout = ~cout;
	n4_b2_adder addr (
		.x3_x0(x3_x0), .y3_y0(y3_y0_neg),
		.cin(cin),
		.s3_s0(d3_d0),
		.cout(cout)
	);
endmodule
module n3by2_b2_divider(x2_x0, y1_y0, q, r1_r0);
	input[2:0] x2_x0;
	input[1:0] y1_y0;
	output q;
	output[1:0] r1_r0;
	wire[2:0] y2_y0;
	assign y2_y0 = {1'B0, y1_y0};
	wire[2:0] d2_d0;
	wire bout;
	n3_b2_subtractor cmp (
		.x2_x0(x2_x0), .y2_y0(y2_y0),
		.bin('B0),
		.d2_d0(d2_d0),
		.bout(bout)
	);
	wire flag_geq;
	assign flag_geq = ~bout;
	assign q = flag_geq;
	assign r1_r0 = flag_geq ? d2_d0[1:0] : x2_x0[1:0];
endmodule
module n4by2_b2_divider(x3_x0, y1_y0, q1_q0, r1_r0, no_div);
	input[3:0] x3_x0;
	input[1:0] y1_y0;
	output[1:0] q1_q0;
	output[1:0] r1_r0;
	output no_div;
	wire[1:0] res;
	feasibility_checker fes (
		.x3_x0(x3_x0), .y1_y0(y1_y0),
		.no_div(no_div)
	);
	n3by2_b2_divider div_0 (
		.x2_x0(x3_x0[3:1]), .y1_y0(y1_y0),
		.q(q1_q0[1]), .r1_r0(res)
	);
	n3by2_b2_divider div_1 (
		.x2_x0({res, x3_x0[0]}), .y1_y0(y1_y0),
		.q(q1_q0[0]), .r1_r0(r1_r0)
	);
endmodule
module feasibility_checker(x3_x0, y1_y0, no_div);
	input[3:0] x3_x0;
	input[1:0] y1_y0;
	output no_div;
	wire[3:0] y1_y0_by4;
	assign y1_y0_by4 = {y1_y0, 2'B1};
	wire flag_lr;
	n4_b2_comparator cmp (
		.x3_x0(x3_x0), .y3_y0(y1_y0_by4),
		.flag_lr(flag_lr)
	);
	assign no_div = ~(flag_lr & |y1_y0);
endmodule
module n2_c2_ms_converter(x1_x0, z1_z0, sgn);
	input[1:0] x1_x0;	
	output[1:0] z1_z0;
	output sgn;
	n2_c2_abs abs (
		.x1_x0(x1_x0), .z1_z0(z1_z0)
	);
	assign sgn = x1_x0[1];
endmodule
module n2_ms_c2_converter(x1_x0_abs, sgn, z1_z0, ow);
	input[1:0] x1_x0_abs;	
	input sgn;
	output[1:0] z1_z0;
	output ow;
	wire[1:0] x1_x0_neg;
	n2_c2_negator neg (
		.x1_x0(x1_x0_abs), .z1_z0(x1_x0_neg)
	);
	assign ow = ~((x1_x0_abs == 'B10) & sgn | ~x1_x0_abs[1]);
	assign z1_z0 = (sgn) ? x1_x0_neg : x1_x0_abs;
endmodule
module n4_c2_ms_converter(x3_x0, z3_z0, sgn);
	input[3:0] x3_x0;	
	output[3:0] z3_z0;
	output sgn;
	n4_c2_abs abs (
		.x3_x0(x3_x0), .z3_z0(z3_z0)
	);
	assign sgn = x3_x0[3];
endmodule
module n2_c2_abs(x1_x0, z1_z0);
	input[1:0] x1_x0;
	output[1:0] z1_z0;
	wire[1:0] x1_x0_neg;
	assign x1_x0_neg = ~x1_x0;
	wire[1:0] s1_s0;
	assign s1_s0 = x1_x0_neg + 1;
	assign z1_z0 = (x1_x0[1] == 'B1) ? s1_s0 : x1_x0;	
endmodule
module n2_c2_negator(x1_x0, z1_z0, ow);
	input[1:0] x1_x0;	
	output[1:0] z1_z0;
	output ow;
	wire[1:0] x1_x0_neg;
	assign x1_x0_neg = ~x1_x0;
	wire[1:0] s1_s0;
	assign s1_s0 = x1_x0_neg + 1;
	assign z1_z0 = s1_s0;
	assign ow = x1_x0[3] & s1_s0[3];
endmodule
module n4_c2_abs(x3_x0, z3_z0);
	input[3:0] x3_x0;
	output[3:0] z3_z0;
	wire[3:0] x3_x0_neg;
	assign x3_x0_neg = ~x3_x0;
	wire[3:0] s3_s0;
	n4_b2_incrementer inc (
		.x3_x0(x3_x0_neg), .cin('B1),
		.s3_s0(s3_s0)
	);
	assign z3_z0 = (x3_x0[3] == 'B1) ? s3_s0 : x3_x0;	
endmodule
module n4_c2_abs_x(x3_x0, z3_z0);
	input[3:0] x3_x0;
	output[3:0] z3_z0;
	wire[3:0] x3_x0_xor;
	assign x3_x0_xor = x3_x0 ^ {4{x3_x0[3]}};
	wire[3:0] z3_z0;
	n4_b2_incrementer inc (
		.x3_x0(x3_x0_xor), .cin(x3_x0[3]),
		.s3_s0(z3_z0)
	);
endmodule
module n4by4_b2_integer_multiplier(x3_x0, y1_y0, q1_q0, r1_r0,
																														no_idiv);
	input[3:0] x3_x0;
	input [1:0] y1_y0;
	output[1:0] q1_q0;
	output[1:0] r1_r0;
	output no_idiv;
	wire[3:0] x3_x0_abs;
	wire[1:0] y1_y0_abs;
	wire x_sgn, y_sgn;
	n4_c2_ms_converter x_conv (
		.x3_x0(x3_x0), 
		.z3_z0(x3_x0_abs), .sgn(x_sgn)
	);
	n2_c2_ms_converter y_conv (
		.x1_x0(y1_y0), 
		.z1_z0(y1_y0_abs), .sgn(y_sgn)
	);
	wire[1:0] q1_q0_abs;	
	wire q_sgn;
	wire[1:0] r1_r0_abs;	
	wire r_sgn;
	wire no_div;
	n4by2_b2_divider div (
		.x3_x0(x3_x0_abs), .y1_y0(y1_y0_abs), 
		.q1_q0(q1_q0_abs), .r1_r0(r1_r0_abs),
		.no_div(no_div)
	);
	assign q_sgn = x_sgn ^ y_sgn;
	assign r_sgn = x_sgn;
	wire ow;
	n2_ms_c2_converter q_conv (
		.x1_x0_abs(q1_q0_abs), .sgn(q_sgn),
		.z1_z0(q1_q0), .ow(ow)
	);
	n2_ms_c2_converter r_conv (
		.x1_x0_abs(r1_r0_abs), .sgn(r_sgn),
      	.z1_z0(r1_r0)
	);
	assign no_idiv = ow | no_div;
endmodule
==> /design/flow/run.sh <==
#!/bin/bash
# OpenROAD 26Q1-2900-gdf79404cd8, Yosys 0.63+post, stock flow scripts
make -C /OpenROAD-flow-scripts/flow DESIGN_CONFIG=/design/flow/config.mk WORK_HOME=/design/flow/orfs finish
==> /design/flow/config.mk <==
export PLATFORM = sky130hd
export DESIGN_NAME = n4by4_b2_integer_multiplier
export DESIGN_NICKNAME = n4by4_b2_integer_multiplier
export VERILOG_FILES = /design/flow/design.v
export SDC_FILE = /design/flow/constraint.sdc
export NUM_CORES = 4
export LEC_CHECK = 1
export CORE_AREA = 10 10 70 70
export DIE_AREA = 0 0 80 80
==> /design/flow/constraint.sdc <==
current_design n4by4_b2_integer_multiplier

set clk_period 3.6
set clk_io_pct 0.2

create_clock -name clk0 -period $clk_period

set non_clock_inputs [all_inputs -no_clocks]
set_input_delay [expr $clk_period * $clk_io_pct] -clock clk0 $non_clock_inputs
set_output_delay [expr $clk_period * $clk_io_pct] -clock clk0 [all_outputs]
==> flow_metrics.py <==
# Generated from Yosys and OpenROAD reports
metrics = {
    "routing": {
        "drt_iter0_markers": 4,
        "dr.pass1.iters": 3,
        "ant_nets": 0,
        "wire_per_inst_um": 8.90,
        "via_per_inst": 3.59,
        "drc_errors": 0,
        "dr_total_vias": 456,
        "drt-total-wl_um": 1130,
        "antenna_cells": 0,
    },
    "synthesis": {
        "avgSynthCellArea_um2": 7.56,
        "postSynthSeqShare_pct": 0,
        "synth_cell_types": 27,
        "synthCells": 49,
        "ys_warn_count": 2,
        "ys_cells": 49,
        "yosys.stat.chipArea_um2": 370,
        "synth_area_um2": 370,
    },
    "placement": {
        "numPortBuffers": 11,
        "dp_hpwl_um": 887,
        "place_area_um2": 662,
        "gp_congestion": 0.784,
    },
    "pwr": {
        "powerDensity_nw_per_um2": 168,
        "clkPwrFrac_pct": 0,
        "swShare_pct": 40.2,
        "vdd_drop_max_uv": 35.7,
        "leakage_nw": 0.328,
        "switchingPower_uw": 49.0,
        "p_int_uw": 72.7,
        "pwr-share-seq_pct": 0,
        "p_comb_share_pct": 100.0,
    },
    "die": {
        "fp_util_pct": 10.8,
        "die_area_um2": 6400,
        "num_rows": 21,
        "die_w_um": 80,
        "top_level_ports": 11,
        "design.core.area_um2": 3420,
        "die_height_um": 80,
    },
    "grt": {
        "grt_pass1_wl_um": 1880,
        "track_usage_pct": 3.42,
        "antenna_found_initial": 0,
        "grt_pass1_vias": 439,
        "grt_max_degree": 8,
        "grt_overflow": 0,
    },
    "setup_path": {
        "end_kind": "output pin",
        "critPathLaunchType": "input pin",
        "crit_chain": "clkdlybuf4s15_1 -> mux2i_4 -> ha_2 -> maj3_2 -> nand2_4 -> mux2i_4 -> a21o_1 -> buf_6 -> buf_4 -> clkdlybuf4s50_1",
        "cp_common_cell": "mux2i_4",
        "worst_ep_required_time_ns": 2.88,
        "crit_arrival_ns": 2.79,
        "path_max_fanout": 2,
        "criticalPathCategory": "in -> out",
        "cpMaxStageDelayCell": "clkdlybuf4s50_1",
        "slowest_delay_ns": 0.45,
    },
    "cells_and_area": {
        "most-common-layout-cells": "buf_4, nand2_1, a21oi_1",
        "drive_above_1_share_pct": 51.9,
        "flop_area_um2": 0,
        "nFillCells": 377,
        "fin_area_um2": 723,
        "lay_top_count": "buf_4",
        "syn_to_final_growth_pct": 95.3,
        "seq_cells": 0,
        "n_clock_buffer": 0,
    },
    "job": {
        "cap_violations": 0,
        "openroad.warnings": 33,
    },
    "status": {
        "status": "complete, no violations",
    },
    "sta": {
        "slew_headroom_pct": 80.1,
        "period_needed_ns": 3.51,
        "tightest_slew_ns": 0.296,
        "max_freq_mhz": 285,
        "final_max_slew_viol_count": 0,
        "final-setup-viol-count": 0,
        "rsz0062_at_grt": "false",
        "hold_violations": 0,
        "whs_ns": 1.92,
        "fin_crit_sh_pct": 97.6,
        "fin_setup_tns_ns": 0,
    },
    "hold_path": {
        "min_to": "r1_r0[0]",
        "hp-start": "x3_x0[0]",
        "hold_depth": 4,
        "holdCritPathClass": "in -> out",
    },
    "cts": {
        "holdBufCountCts": 0,
    },
}
## timing repair
item / 4_1_cts / 5_1_grt
setup buffers: 3 / 1
gates resized: 28 / 10
setup endpoints to repair: 5 / 4
pin swaps: 8 / 6
hold endpoints to repair: 0 / 0
## critical path: cells and delay by family
kind | cells | cell delay [ns]
buffers and inverters | 4 | 0.88
and+or+nand+nor | 1 | 0.09
AOI/OAI and AO/OA | 1 | 0.16
adders and majority gates | 2 | 0.51
muxes | 2 | 0.43
## power groups by stage
stage	Combinational (mW)	Sequential (mW)	Clock, mW
CTS	0.121	0	0
global route	0.134	0	0
finish	0.122	0	0
## metal layers
layer	vias up	global-route usage, %	wire length [um]	part of all wire (%)
met2	6	5.46	490	43
met4	0	0	0	0
li1	239	-	-	-
met3	0	0.909	73	6.5
met1	211	4.76	566	50
met5	-	0	0	0
## Yosys cell counts (all sizes together)
library cell | instances | area share, %
o22ai | 2 | 3.4
maj3 | 1 | 3.0
xor2 | 1 | 2.4
nor2b | 1 | 1.7
o221ai | 1 | 2.4
mux2i | 4 | 15
a21oi | 4 | 5.4
ha | 6 | 20
inv | 6 | 6.1
o21ai | 2 | 2.7
xnor2 | 1 | 2.4
nand2 | 6 | 8.1
a21boi | 1 | 2.0
nor2 | 2 | 2.0
nor4 | 1 | 1.7
and2b | 1 | 2.0
nand2b | 2 | 3.4
a211oi | 2 | 5.4
buf | 2 | 5.1
a22oi | 1 | 2.0
a21o | 1 | 2.0
nor3 | 1 | 1.4
## through the flow
stage | utilization (%) | power [mW] | std cells | worst slack, ns
global route | 21.2 | 0.134 | 127 | 0.000580
global placement | 19.4 | 0.113 | 123 | -0.846
CTS | 20.9 | 0.121 | 126 | 0.0272
detailed placement | 19.4 | 0.112 | 123 | -0.857
floorplan | - | 0.0528 | 49 | 0.213
finish | 21.2 | 0.122 | 127 | 0.0854
## final cells by class
cell class	count	area, um2	area share [%]
inverter	6	25.0	3.46
multi-input combinational	41	374	51.7
tap	46	57.6	7.96
timing repair buffer	34	267	36.9
## worst max-delay path by stage
stage                    start        to  cells after the start
final                 x3_x0[3]  q1_q0[0]                     10
after global routing  x3_x0[3]  q1_q0[0]                     10
after CTS             x3_x0[0]  q1_q0[0]                     12
## cells by family (layout without fill, tap and decap cells)
| family | count (synthesis) | in the layout | share of synthesized area [%] |
|---|---|---|---|
| buf+inv | 8 | 40 | 11.1 |
| xor+xnor | 2 | 2 | 4.73 |
| simple gates | 14 | 14 | 20.3 |
| compound gates | 14 | 14 | 25.3 |
| fa+ha+maj | 7 | 7 | 23.3 |
| mux | 4 | 4 | 15.2 |
Power and IR drop assume default switching activity.
